==> flow/design.v <==
`timescale 1ns / 1ps
module full_adder(
    input a, b, ci,
    output s, co
    );
    assign s = a^b^ci;
    assign co = (a & b)|(a&ci)|(b&ci);
endmodule
`timescale 1ns / 1ps
module full_adder_8b(
    input [7:0] a, b,
    input ci,
    output [7:0] s,
    output co8
    );
    wire co1,co2,co3,co4,co5,co6,co7;
    full_adder fa01(.a(a[0]),.b(b[0]),.ci(ci),.s(s[0]),.co(co1));
    full_adder fa02(.a(a[1]),.b(b[1]),.ci(co1),.s(s[1]),.co(co2));
    full_adder fa03(.a(a[2]),.b(b[2]),.ci(co2),.s(s[2]),.co(co3));
    full_adder fa04(.a(a[3]),.b(b[3]),.ci(co3),.s(s[3]),.co(co4));
    full_adder fa05(.a(a[4]),.b(b[4]),.ci(co4),.s(s[4]),.co(co5));
    full_adder fa06(.a(a[5]),.b(b[5]),.ci(co5),.s(s[5]),.co(co6));
    full_adder fa07(.a(a[6]),.b(b[6]),.ci(co6),.s(s[6]),.co(co7));
    full_adder fa08(.a(a[7]),.b(b[7]),.ci(co7),.s(s[7]),.co(co8));
endmodule
==> flow/run.sh <==
#!/bin/bash
# OpenROAD 26Q1-2900-gdf79404cd8, Yosys 0.63+post, stock flow scripts
make -C /OpenROAD-flow-scripts/flow DESIGN_CONFIG=/design/flow/config.mk WORK_HOME=/design/flow/orfs finish
==> flow/config.mk <==
export PLATFORM = sky130hd
export DESIGN_NAME = full_adder_8b
export DESIGN_NICKNAME = full_adder_8b
export VERILOG_FILES = /design/flow/design.v
export SDC_FILE = /design/flow/constraint.sdc
export NUM_CORES = 4
export LEC_CHECK = 1
export CORE_AREA = 10 10 70 70
export DIE_AREA = 0 0 80 80
==> flow/constraint.sdc <==
current_design full_adder_8b

set clk_period 3.6
set clk_io_pct 0.2

create_clock -name clk0 -period $clk_period

set non_clock_inputs [all_inputs -no_clocks]
set_input_delay [expr $clk_period * $clk_io_pct] -clock clk0 $non_clock_inputs
set_output_delay [expr $clk_period * $clk_io_pct] -clock clk0 [all_outputs]
==> impl_metrics.ini <==
; physical design summary
[status]
status = complete, but fails checks
failed_checks = setup timing

[floorplanning]
rows = 21
fp_util_pct = 7.55
dieArea_mm2 = 0.00640
boundaryPins = 26
die_w_um = 80
core_area_mm2 = 0.00342
dieHeight_um = 80

[finish]
stdcell_area_um2 = 533
fin_util_pct = 15.6
seq_cell_count = 0
syn_to_final_growth_pct = 107
drive_gt1_share_pct = 50.0
seqCellArea_um2 = 0
n_clock_buffer = 0

[timing]
finalClockPeriodUsage_pct = 126
hold_ws_ns = 2.18
slew_headroom_pct = 92.5
hold_viol = 0
fin_tns_setup_ns = -2.45
fin_crit_ns = 4.53
worstMarginPinSlew_ns = 0.113
fmax_mhz = 221
setup_viol = 4
setup_ws_ns = -0.932
slew_violations = 0
rsz0062_at_grt = yes

[global_route]
grt_max_degree = 2
grt_overflow_total = 0
grt_pass1_wl_mm = 1.20
grt_antenna_before_repair = 0
grt_pass1_vias = 247
grt_usage_pct = 2.33

[routing]
via_per_inst = 2.33
num_antenna_cells = 0
drt_iter0_drc = 1
vias = 210
drt-wirelength-per-cell_um = 8.44
firstDrtPassIters = 2
wl_um = 760
drc = 0
ant_nets = 0

[power]
leakagePower_nw = 0.214
peakVddDrop_uv = 39.2
pwr_density_cell_mw_per_mm2 = 134

[logic_synthesis]
ys_area_um2 = 258
top_cells_by_area = fa_1, buf_4, inv_1
ys_types = 3
syn_area_um2 = 258
synth_top_cell_by_area = fa_1
synth_warnings = 0
netlist.area_leader.share_pct = 62.1
avgSynthCellArea_um2 = 9.91
synth_cells = 26
yosysCellCount = 26
ys_seq_share_pct = 0

[worst_hold_path]
hold_path_class = primary input to output pin
min_from = ci

[setup_path]
required_ns = 2.88
end_kind = output pin
crit_path_start = a[0]
crit_type = primary input to output pin
cp-start-kind = primary input
critical_path.max_fanout = 1
arrival_ns = 3.81

[clocking]
ctsHoldBuffers = 0

[place]
port_buffers = 26
dp_hpwl_um = 764
placed_cell_area_um2 = 551
routabilityCongestion = 0.841

[job]
tool_warnings = 35
max_cap_viol_count = 0
-- stage by stage --
stage	power (mW)	std cells	worst slack, ns
after floorplan	0.0430	26	-0.709
after global placement	0.0838	90	-1.78
after detailed placement	0.0837	90	-1.78
after CTS	0.0744	90	-1.05
after global routing	0.0828	90	-1.02
final	0.0713	90	-0.932
-- routing by layer --
metal	GRT usage (%)	part of all wire [%]
met1	3.54	48
met2	2.65	27
met3	1.70	25
met4	0	0
met5	0	0
-- cell families (layout without fill, tap and decap cells) --
kind of cell	count (synthesis)	in the layout	share of synthesized area, %
buffers and inverters	18	36	37.9
adders and majority gates	8	8	62.1
-- power breakdown --
part	leakage (nW)	total (mW)	switching, mW	internal, mW
registers	0	0	0	0
clock network	0	0	0	0
logic	0.214	0.0713	0.0227	0.0486
-- final timing paths --
| kind | endpoint | cells past startpoint |
|---|---|---|
| setup / recovery | s[7] | 14 |
| hold / removal | s[0] | 5 |
-- placed cells by master (no fill, tap or decap) --
cell type / n
inv_12: 1
clkdlybuf4s50_1: 16
buf_2: 5
buf_8: 1
fa_2: 8
dlygate4sd2_1: 2
inv_2: 4
buf_6: 2
inv_6: 1
inv_1: 4
-- cells in the mapped netlist --
| cell | number |
|---|---|
| fa_1 | 8 |
| inv_1 | 10 |
| buf_4 | 8 |
-- timing repair --
action	CTS	global route
endpoints found under the setup margin	7	4
resized	37	1
gates cloned	0	0
pin swaps	8	8
buffers inserted	0	0
-- critical path, cell delays in order --
cell and delay [ns]:
buf_8 0.11, inv_12 0.04, fa_2 0.19, inv_2 0.04
fa_2 0.34, fa_2 0.39, fa_2 0.35, fa_2 0.34
fa_2 0.34, fa_2 0.34, inv_2 0.06, fa_2 0.42
inv_2 0.05, buf_2 0.08
-- final cells by class --
type	count	area, µm²
Inverter	10	55.1
Tap cell	46	57.6
Multi-Input combinational cell	8	180
Timing Repair Buffer	26	240
Fill cell	391	2880
Power and IR drop assume default switching activity.
