`flow/config.mk`:
```
export PLATFORM = sky130hd
export DESIGN_NAME = bin2hex_7seg
export DESIGN_NICKNAME = bin2hex_7seg
export VERILOG_FILES = /design/flow/design.v
export SDC_FILE = /design/flow/constraint.sdc
export NUM_CORES = 4
export LEC_CHECK = 1
export CORE_AREA = 10 10 70 70
export DIE_AREA = 0 0 80 80
```
`flow/constraint.sdc`:
```
current_design bin2hex_7seg

set clk_period 2.1
set clk_io_pct 0.2

create_clock -name clk0 -period $clk_period

set non_clock_inputs [all_inputs -no_clocks]
set_input_delay [expr $clk_period * $clk_io_pct] -clock clk0 $non_clock_inputs
set_output_delay [expr $clk_period * $clk_io_pct] -clock clk0 [all_outputs]
```
`flow/design.v`:
```
`timescale 1ns / 1ps
module bin2hex_7seg(
    input w,
    input x,
    input y,
    input z,
    output seg_a,
    output seg_b,
    output seg_c,
    output seg_d,
    output seg_e,
    output seg_f,
    output seg_g,
    output [3:0] T
    );
    assign T = 4'b1110;  
    assign seg_a = (~w&~x&~y&z)|(~w&x&~y&~z)|(w&x&~y&z)|(w&~x&y&z);
    assign seg_b = (~w&x&~y&z)|(x&y&~z)|(w&x&~y&~z)|(w&y&z);
    assign seg_c = (w&y&z)|(w&x&y)|(~w&~x&y&~z);
    assign seg_d = (x&y&z)|(~x&~y&z)|(w&~x&y&~z)|(~w&x&~y&~z);
    assign seg_e = (~w&z)|(~w&x&~y)|(~x&~y&z);
    assign seg_f = (w&x&~y&z)|(~w&~x&z)|(~w&~x&y)|(~w&y&z);
    assign seg_g = (~w&~x&~y)|(w&x&~y&~z)|(~w&x&y&z);
endmodule
```
`flow/run.sh`:
```
#!/bin/bash
# OpenROAD 26Q1-2900-gdf79404cd8, Yosys 0.63+post, stock flow scripts
make -C /OpenROAD-flow-scripts/flow DESIGN_CONFIG=/design/flow/config.mk WORK_HOME=/design/flow/orfs finish
```
==> changes_impl.md <==
### Physical design

- Run status: finished, final reports clean
- Share of layout cells above drive strength 1: between 30% and 40%
- Vias/cell: 3.31
- Initial antenna violation count: 0
- Avg Inst Size Synth: about 6.5 um^2
- DRT iter0 DRCs: 18
- Stages on worst setup path: 5
- Post-Syn Instances: ~40
- DPL Wire Length: 676 um
- Yosys stat chip area: roughly 260 um^2
- Crit-path leading delay family: buffers and inverters
- Die width: 80 um
- Seq share, synth: 0%
- CP Capture Type: primary output
- Crit path max fanout: 6
- Hold Crit Class: in -> out
- Worst EP required: about 1700 ps
- Slowest Stage Delay on Critical Path: 490 ps
- Worst hold start: z
- Post-layout minimum cycle time: approximately 2000 ps
- DP Area: about 440 um^2
- Comb area leader: simple AND/OR/NAND/NOR gates
- Yosys xor share: 3.38%
- Buf+Inv Stages, Crit Path: 3
- Clkbuf count: 0
- Largest net degree at the start of global routing: 8
- Mux area share: 0%
- Hold path endpoint: seg_g
- Adder-Cell Fraction of Synth Area: 0%
- Worst-path cell chain: dlygate4sd2_1 > buf_2 > nand4b_1 > o21ai_1 > clkdlybuf4s50_1
- WP data arrival: around 1600 ps
- Max_cap viols: 0
- Fmax: between 500 and 600 MHz
- Detailed-route via count: 334
- Pwr dens: 176 nW/um^2
- Post-route antenna net violation count: 0
- Max rail drop VDD: approximately 20 uV
- Seq cells: 0
- Period Utilization, post-route: around 95%
- Syn. warnings: 0
- Vias in the first global route: between 300 and 400
- Fp util: around 7.6%
- Postcts setup bufs: 0
- Startpoint types: input pin
- Final antenna diode count: 0
- P_leak: 0.000203 uW
- Die Span Y: roughly 80 um
- # Cells Yosys: ~40
- Routed len/inst: 8.24 um
- Placer Congestion: 0.635
- Die Area: about 6400 um^2
- Slowest CP cell: clkdlybuf4s50_1
- Finished Layout Cells: between 100 and 150
- Total GRT Usage: between 2 and 2.5%
- Filler cell count: just under 400
- DP Cell Count: 100
- Area grow syn2layout: 73.9%
- Unrepaired setup endpoints after global routing: false
- # DRC: 0
- Layout Cell Area excl Fill: 450 um^2
- Distinct lib cells used: 24
- Critical path class: in -> out
- First-pass GRT wire length: between 1000 and 1500 um
- Post-Syn Area: about 260 um^2
- Flop area: 0 um^2
- Simple share: approximately a third
- IO Pins: 15
- Tally of OpenROAD warnings: 32
- Routed Wire Length: approximately 830 um
- Hold buffers post-CTS: 0
- Worst hold stages: 4
- GRT overflow: 0
- Final setup fails: 0
- Port bufs: 11
- Rows: 21
- Max-slew violations: 0
- DR pass1 iterations: 4
- Endpoints failing hold: 0
- Total core area: approximately 3400 um^2
- Yosys aoi share: roughly 34%
cell families after synthesis:
family          count (synthesis)
buf+inv                        10
xor+xnor                        1
other cells                     2
simple gates                   13
compound gates                 14
cells in the mapped netlist:
| master | number | area (um^2) |
|---|---|---|
| a211oi_2 | 1 | 12.5 |
| a21boi_1 | 1 | 7.51 |
| a21oi_1 | 5 | 25.0 |
| a22o_1 | 1 | 8.76 |
| and2b_2 | 1 | 8.76 |
| and2b_4 | 1 | 10.0 |
| buf_2 | 2 | 10.0 |
| buf_4 | 5 | 37.5 |
| buf_6 | 1 | 11.3 |
| conb_1 | 2 | 7.51 |
| inv_1 | 1 | 3.75 |
| inv_2 | 1 | 3.75 |
| nand2b_1 | 1 | 6.26 |
| nand3_1 | 3 | 15.0 |
| nand3b_1 | 1 | 7.51 |
| nand4_1 | 1 | 6.26 |
| nand4b_1 | 1 | 8.76 |
| nor2_1 | 2 | 7.51 |
| nor3b_2 | 1 | 12.5 |
| o211ai_1 | 1 | 7.51 |
| o21ai_1 | 4 | 20.0 |
| o22ai_1 | 1 | 6.26 |
| or3_1 | 1 | 6.26 |
| xor2_1 | 1 | 8.76 |
timing repair:
item / 4_1_cts / 5_1_grt
endpoints found under the setup margin: 7 / 4
resized: 11 / 5
pin swaps: 0 / 3
gates cloned: 1 / 0
endpoints found under the hold margin: 0 / 0
power by group:
group | total [uW] | switching, uW | internal (uW)
Sequential | 0 | 0 | 0
Combinational | 79.5 | 31.4 | 48.1
Clock | 0 | 0 | 0
through the flow:
| stage | setup TNS [ps] | hold WS [ps] | power [uW] | util (%) | setup slack (ps) |
|---|---|---|---|---|---|
| 6_report | 0 | 1270 | 79.5 | 13.2 | 101 |
| 5_1_grt | 0 | 1320 | 88.9 | 13.2 | 2.18 |
| 4_1_cts | 0 | 1660 | 83.1 | 13.3 | 2.22 |
| 3_5_place_dp | -1940 | 1950 | 81.9 | 13.0 | -324 |
| 3_3_place_gp | -1840 | 1960 | 81.7 | 13.0 | -306 |
| 2_1_floorplan | 0 | 948 | 39.9 | - | 747 |
layout make-up:
cell class,instances,area [um^2],share of cell area [%]
inverter,2,7.51,1.67
multi-input combinational,32,200,44.4
tap,46,57.6,12.8
timing repair buffer,21,185,41.1
metal layers:
metal  global-route usage (%)  wire, um  vias to the layer above
met5                        0         0                        -
met1                     2.83       335                      158
met3                    0.455        81                        0
met2                     4.65       415                       12
li1                         -         -                      164
met4                        0         0                        0
worst max path at each step:
stage	from	to
5_1_grt	y	seg_b
4_1_cts	w	seg_c
6_report	y	seg_f
placed cells by master, fill, tap and decap left out:
master and n:
a22o_1 1, and2b_4 1, inv_2 1, inv_1 1, clkdlybuf4s15_2 1, clkdlybuf4s50_1 5, o22ai_1 1, nand4b_1 1
buf_2 3, buf_4 7, and2b_2 1, or3_1 1, a21boi_1 1, conb_1 4, nand2b_1 1, a211oi_2 1
nor2_1 2, dlygate4sd2_1 1, nand3_1 3, o211ai_1 1, nand4_1 1, nor3b_2 1, nand3b_1 1, dlymetal6s2s_1 2
o21ai_1 4, xor2_1 1, buf_6 2, a21oi_1 5
tightest hold or removal path, delay by kind of cell:
kind	cells	cell delay, ps
AOI/OAI and AO/OA	1	70
buffers and inverters	2	270
and+or+nand+nor	1	90
Power figures rest on the tool's default switching activity, not on a simulated workload.
