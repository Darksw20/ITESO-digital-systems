**constraint.sdc**
```tcl
current_design multi_2

set clk_period 1.3
set clk_io_pct 0.2

create_clock -name clk0 -period $clk_period

set non_clock_inputs [all_inputs -no_clocks]
set_input_delay [expr $clk_period * $clk_io_pct] -clock clk0 $non_clock_inputs
set_output_delay [expr $clk_period * $clk_io_pct] -clock clk0 [all_outputs]
```
**config.mk**
```make
export PLATFORM = sky130hd
export DESIGN_NAME = multi_2
export DESIGN_NICKNAME = multi_2
export VERILOG_FILES = /design/flow/design.v
export SDC_FILE = /design/flow/constraint.sdc
export NUM_CORES = 4
export LEC_CHECK = 1
export CORE_AREA = 10 10 70 70
export DIE_AREA = 0 0 80 80
```
**design.v**
```verilog
`timescale 1ns / 1ps
module multi_2(
    input [2:0]a,
    input [2:0]b, 
    input c_in,
    output reg s0,s1,
    output reg c_out1, c_out2,
    output reg signo,
    output reg [4:0]array,
    output reg [7:0]siono
);
wire out0,out1,out2,out3;
and and0(out0,a[0],b[0]);
and and1(out1,a[0],b[1]);
and and2(out2,a[1],b[0]);
and and3(out3,a[1],b[1]);
    always @(out1,out2,c_in)
        begin
            s0 <= out1 ^ out2 ^ c_in;
            c_out1 <= (out1 & c_in )|(out2 & c_in )|(out1 & out2 );
        end
    always @(c_out1,out3,c_in)
        begin
            s1 <= c_out1 ^ out3 ^ c_in;
            c_out2 <= (c_out1 & c_in )|(out3 & c_in )|(c_out1 & out3);
        end
    always @(a,b)
        begin
            if(~a[2] & ~b[2]) signo = 1'b1; 
            else if(a[2] & b[2]) signo = 4'b1; 
            else if(a[2]|b[2]) signo = 1'b0; 
        end
    always @(signo , c_out2  , s1 , s0 , out0  )
        begin
            if (signo & ~c_out2 & ~s1 & ~s0 & ~out0) array = 5'b00000;
            else if(signo & ~c_out2 & ~s1 & ~s0 & out0) array = 5'b00001;
            else if(signo & ~c_out2 & ~s1 & s0 & ~out0) array = 5'b00010;
            else if(signo & ~c_out2 & ~s1 & s0 & out0) array = 5'b00011;
            else if(signo & ~c_out2 & s1 & ~s0 & ~out0) array = 5'b00100;
            else if(signo & ~c_out2 & s1 & ~s0 & out0) array = 5'b00101;
            else if(signo & ~c_out2 & s1 & s0 & ~out0) array = 5'b00110;
            else if(signo & ~c_out2 & s1 & s0 & out0) array = 5'b00111;
            else if(signo & c_out2 & ~s1 & ~s0 & ~out0) array = 5'b01000;
            else if(signo & c_out2 & ~s1 & ~s0 & out0) array = 5'b01001;
            else if(signo & c_out2 & ~s1 & s0 & ~out0) array = 5'b01010;
            else if(signo & c_out2 & ~s1 & s0 & out0) array = 5'b01011;
            else if(signo & c_out2 & s1 & ~s0 & ~out0) array = 5'b01100;
            else if(signo & c_out2 & s1 & ~s0 & out0) array = 5'b01101;
            else if(signo & c_out2 & s1 & s0 & ~out0) array = 5'b01110;
            else if(signo & c_out2 & s1 & s0 & out0) array = 5'b01111;
            else if(~signo & ~c_out2 & ~s1 & ~s0 & ~out0) array = 5'b00000;
            else if(~signo & ~c_out2 & ~s1 & ~s0 & out0) array = 5'b11111;
            else if(~signo & ~c_out2 & ~s1 & s0 & ~out0) array = 5'b11110;
            else if(~signo & ~c_out2 & ~s1 & s0 & out0) array = 5'b11101;
            else if(~signo & ~c_out2 & s1 & ~s0 & ~out0) array = 5'b11100;
            else if(~signo & ~c_out2 & s1 & ~s0 & out0) array = 5'b11011;
            else if(~signo & ~c_out2 & s1 & s0 & ~out0) array = 5'b11010;
            else if(~signo & ~c_out2 & s1 & s0 & out0) array = 5'b11001;
            else if(~signo & c_out2 & ~s1 & ~s0 & ~out0) array = 5'b11000;
            else if(~signo & c_out2 & ~s1 & ~s0 & out0) array = 5'b10111;
            else if(~signo & c_out2 & ~s1 & s0 & ~out0) array = 5'b10110;
            else if(~signo & c_out2 & ~s1 & s0 & out0) array = 5'b10101;
            else if(~signo & c_out2 & s1 & ~s0 & ~out0) array = 5'b10100;
            else if(~signo & c_out2 & s1 & ~s0 & out0) array = 5'b10011;
            else if(~signo & c_out2 & s1 & s0 & ~out0) array = 5'b10010;
            else if(~signo & c_out2 & s1 & s0 & out0) array = 5'b10001;
            else array=5'bX;
        end
    always @(array[4])
        begin
            if(array[4]) siono = 8'bXXXXXXX0;
            else if (~array[4]) siono = 8'bXXXXXXX1;
            else array[4]=8'bX;
        end
    always @(array[3])
        begin
            if(array[3]) siono = 8'bX00XXXXX;
            else if (~array[3]) siono = 8'b0000000X;
            else array[3]=8'bX;
        end
    always @(array[2])
        begin
            if(array[2]) siono = 8'bX00XXXXX;
            else if (~array[2]) siono = 8'b0000000X;
            else array[2]=8'bX;
        end
    always @(array[1])
        begin
            if(array[1]) siono = 8'bX00XXXXX;
            else if (~array[1]) siono = 8'b0000000X;
            else array[1]=8'bX;
        end
    always @(array[0])
        begin
            if(array[0]) siono = 8'bX00XXXXX;
            else if (~array[0]) siono = 8'b0000000X;
            else array[0]=8'bX;
        end
endmodule
```
**run.sh**
```bash
#!/bin/bash
# OpenROAD 26Q1-2900-gdf79404cd8, Yosys 0.63+post, stock flow scripts
make -C /OpenROAD-flow-scripts/flow DESIGN_CONFIG=/design/flow/config.mk WORK_HOME=/design/flow/orfs finish
```
==> results_slide.txt <==
Synthesis and Place & Route Summary

Critical path
  • CP max stage delay: 0.43 ns
  • Setup crit start kind: primary input
  • CP endpoint kind: output port
  • Critical path class: primary input to output port
  • Crit Path Max Fanout: 2
  • CP Launch Point: a[0]
  • Critical path's slowest cell: fa_2
  • Worst EP required: between 1 and 1.5 ns
  • Critical path arrival: 1.49 ns
  • Crit path cell chain: buf_6 -> and2_4 -> fa_2 -> inv_2 -> fa_2 -> inv_2 -> buf_2

Synthesis
  • Dominant cell area share: around two fifths
  • Yosys stat area: roughly 250 um2
  • Yosys warning tally: 24
  • Ys cells: 31
  • Synth area leaders: buf_4 (39%), fa_1 (16%), ha_1 (15%)
  • Post-synth regs: 1
  • Yosys cell types: 9
  • Post-synthesis cell area: around 250 um2
  • Synth Instances: 31
  • Synth area leader: buf_4
  • Syn_area_per_cell: around 8.0 um2

Run status
  • Failing checks: negative setup slack
  • Status: finished with violations

Die
  • Die height: 80 um
  • Starting density of the core: ~7.3%
  • Site Rows: 21
  • Die area: 6400 um2
  • Top Ports: 25
  • Core footprint: 3420 um2
  • Die width: around 80 um

Min path
  • Beginning of the worst hold path: c_in
  • HP Class: primary input to output port
  • Hold Path Sink: s0
  • WHS Path Cells: 3

STA
  • Period minus WS final: 1.75 ns
  • Number of unconstrained endpoints: 2
  • RSZ-0062 raised after global routing: true
  • Register pins left without a clock: 1
  • Final Hold Fails: 0
  • Slew Viols, Final: 0
  • Setup ws final: -0.449 ns
  • Setup_tns: -1.06 ns
  • Endpoints failing setup: 4
  • Final period util: 135%
  • Fmax: between 0.5 and 0.6 GHz

Detailed routing
  • First DRT Iteration DRCs: 0
  • Vias per cell: 2.00
  • DR vias: 184
  • Drt total wl: slightly above 600 um
  • DRC viols: 0
  • N_diodes: 0
  • WL/cell: 6.60 um
  • Final ANT Viol Nets: 0
  • DR pass1 iterations: 1

Finish
  • Max reg flops: 1
  • FILL cells: roughly 400
  • Fin area: 405 um2
  • Layout cell share with drive strength beyond 1: 45.7%
  • Area Overhead vs Synth: 62.8%

Placement
  • Placer congestion estimate: 0.649
  • Cell Area, Placed: about 380 um2
  • IO Port Bufs: 12

GRT
  • Total GRT Usage: about 1.6%
  • First-pass GRT wire length: between 800 and 900 um
  • Initial antenna violation count: 0
  • Largest net degree at the start of global routing: 3
  • Total grt overflow: 0
  • Vias in the first global route: 208

Run
  • Max-cap viol count: 0
  • Tool warnings: 37

Pwr
  • Pwr per Cell Area: roughly 240 nW/um2
  • Max IR drop VDD: 0.0423 mV
  • Leak Pwr: 0.216 nW

CTS
  • Hold Buf Count CTS: 0
## worst max-delay path: cells and delay by family
kind	cells	cell delay, ns
adders and majority gates	2	0.80
buffers and inverters	4	0.30
and+or+nand+nor	1	0.15
## through the flow
step | hold WS, ns | cells | utilization, % | power, mW | setup slack [ns]
final | 0.912 | 92 | 11.9 | 0.0957 | -0.449
after global routing | 0.928 | 92 | 11.9 | 0.109 | -0.494
after CTS | 0.925 | 92 | 11.7 | 0.0981 | -0.475
after detailed placement | 1.63 | 89 | 11.2 | 0.0915 | -1.18
after global placement | 1.64 | 89 | 11.2 | 0.0913 | -1.17
after floorplan | 0.675 | 43 | - | 0.0502 | -0.201
## synth_stat cells (all sizes together)
| library cell | count |
|---|---|
| and2 | 2 |
| buf | 13 |
| conb | 1 |
| dlxtn | 1 |
| fa | 2 |
| ha | 3 |
| inv | 7 |
| nand2 | 1 |
| nor3b | 1 |
## power by group
| part | switching, mW | internal (mW) | leakage, nW |
|---|---|---|---|
| Sequential | 0.000163 | 0.00221 | 0.00811 |
| Combinational | 0.0328 | 0.0606 | 0.208 |
| Clock | 0 | 0 | 0 |
| Total | 0.0329 | 0.0628 | 0.216 |
## cell families (layout without fill, tap and decap cells)
kind of cell  count (synthesis)  in the layout  synth area share [%]
latches                       1              1                  6.03
fa+ha+maj                     5              5                  31.2
buf+inv                      20             23                  49.7
other cells                   1             13                  1.51
simple gates                  4              4                  11.6
## how the worst max path moves through the flow
| stage | to | slack, ns | cells past startpoint |
|---|---|---|---|
| 6_report | s1 | -0.45 | 7 |
| 5_1_grt | s1 | -0.49 | 7 |
| 4_1_cts | s1 | -0.48 | 7 |
## placed cells by master (no fill, tap or decap), drive strengths merged
| cell type | instances |
|---|---|
| buf | 13 |
| inv | 7 |
| fa | 2 |
| clkdlybuf4s50 | 3 |
| conb | 13 |
| nand2 | 1 |
| and2 | 2 |
| ha | 3 |
| dlxtn | 1 |
| nor3b | 1 |
## routing by layer
| metal | global-route usage (%) | routed length [um] | vias up |
|---|---|---|---|
| met5 | 0 | 0 | - |
| met4 | 0 | 0 | 0 |
| met3 | 0.114 | 24 | 0 |
| met2 | 2.81 | 319 | 10 |
| met1 | 2.06 | 264 | 83 |
| li1 | - | - | 91 |
## area by class of cell
class	count	area [um2]	share of cell area, %
inverters	7	26.3	6.48
flip-flops and latches	1	15.0	3.70
well taps	46	57.6	14.2
repair buffers	16	141	34.9
multi-input cells	22	165	40.7
## what timing repair did
action / 4_1_cts / 5_1_grt
setup endpoints to repair: 4 / 4
pin swaps: 4 / 3
buffers inserted: 4 / 0
resized: 42 / 1
Power is estimated from default activity; no workload was simulated.
